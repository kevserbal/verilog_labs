===== constraint.sdc =====
current_design counterlab2

set clk_period 2.2
set clk_io_pct 0.2

create_clock -name clk0 -period $clk_period [get_ports {clock}]

set non_clock_inputs [all_inputs -no_clocks]
set_input_delay [expr $clk_period * $clk_io_pct] -clock clk0 $non_clock_inputs
set_output_delay [expr $clk_period * $clk_io_pct] -clock clk0 [all_outputs]

===== design.v =====
module BCDcounter(reset,clk,countEn,nextEn,cout);
input reset,clk,countEn;
output nextEn;
output reg [3:0] cout;
always@( posedge clk or negedge reset)
begin 
    if(reset==1'b0)
    cout[3:0]=4'b0;
    else
     if(countEn==1'b1)
		if (cout[3:0]==4'b1001)
		  cout[3:0]=4'b0;
		else
		  cout[3:0]=cout[3:0]+4'b1;
     else 
      cout[3:0]=cout[3:0];
end
assign nextEn=(cout[3:0]==4'b1001)? 1'b1:1'b0;
endmodule 
module counterlab2(nReset,clock,enable,co1,co10,co100);
input nReset,clock,enable;
output [3:0] co1;
output [3:0] co10;
output [3:0] co100;
wire wire1,wire2,wire3;
BCDcounter  counter1(.reset(nReset),.clk(clock),.countEn(enable),.nextEn(wire1),.cout(co1));
BCDcounter  counter2(.reset(nReset),.clk(clock),.countEn(wire1&enable),.nextEn(wire2),.cout(co10));
BCDcounter  counter3(.reset(nReset),.clk(clock),.countEn(wire2&wire1&enable),.nextEn(wire3),.cout(co100));
endmodule

===== config.mk =====
export PLATFORM = sky130hd
export DESIGN_NAME = counterlab2
export DESIGN_NICKNAME = counterlab2
export VERILOG_FILES = /design/flow/design.v
export SDC_FILE = /design/flow/constraint.sdc
export NUM_CORES = 4
export LEC_CHECK = 1
export CORE_AREA = 10 10 73 73
export DIE_AREA = 0 0 83 83

===== run.sh =====
#!/bin/bash
# OpenROAD 26Q1-2900-gdf79404cd8, Yosys 0.63+post, stock flow scripts
make -C /OpenROAD-flow-scripts/flow DESIGN_CONFIG=/design/flow/config.mk WORK_HOME=/design/flow/orfs finish

==> impl.org <==
#+TITLE: Physical design notes

** Setup path
- Number of gates on the worst path with buffers counted :: 1
- The cell family contributing the most delay on the critical path is buffers and inverters.
- Path type of the worst setup path :: flip-flop to output port
- Highest-delay cell along the critical path :: sky130_fd_sc_hd__clkdlybuf4s50_1
- Register-to-register path setup slack :: between 0.5 and 0.6 ns
- Startpoint of the worst-slack reg-to-reg timing path :: counter1.cout[1]
- Worst EP required :: around 1.8 ns
- Sum of buffers and inverters on the critical path :: 1
- Top fanout value on the critical path :: 9
- Path depth of the worst reg2reg path :: 3
- Among all stages on the critical path, the maximum delay recorded is 0.53 ns.
- Reg-to-Reg End :: counter3.cout[3]
- Critical path arrival :: ~1.2 ns
- Crit start category :: flip-flop
- CP cell instances :: clkdlybuf4s50_1
- Element type at the critical path end :: output port

** Power
- Design Power :: about 1 mW
- The clock network is responsible for roughly a fifth of the overall power.
- The script computed the net switching share of total power as 33.5%.
- In this run the VDD rail shows a maximum IR drop of around 0.00063 V.
- Part of the power in combinational logic :: 39.6%
- Flop pwr share :: about two fifths
- The script extracted a total leakage power of ~0.36 nW.
- The flow reported a cell area power density of roughly 1200 mW/mm².
- Switching power of the nets :: around 0.34 mW
- Cell Int Power :: just under 0.7 mW

** Die
- Row generation in the floorplan step produced 22 rows.
- Initial cell density of the core :: 16.8%
- Top-Level Pins :: 15
- Die outline width :: 83 µm
- Die ar. :: between 0.006 and 0.007 mm²
- According to the floorplan report, the placeable core area is approximately 0.0037 mm².
- Die span in y :: 83 µm

** STA
- Final Critical Period :: between 1.5 and 2 ns
- Largest clock skew in the final design :: 0.00147 ns
- Total negative slack for setup checks :: 0 ns
- The final timing report counts setup violations totalling 0.
- Setup repair after global routing left no endpoint under its margin.
- Max-slew check failures listed in the final report amount to 0.
- Period utilisation layout :: ~76%
- Top achievable clock speed :: around 0.6 GHz
- The transition time recorded at the tightest slew-check pin is about 0.53 ns.
- The final timing report lists a hold violation count of 0.
- Worst max-slew margin expressed relative to the limit :: between 60 and 70%

** Final layout
- Once layout is complete, the cells apart from fillers number roughly 120.
- In the layout the commonest cells are sky130_fd_sc_hd__clkdlybuf4s50_1 (14), sky130_fd_sc_hd__dfrtp_1 (12), sky130_fd_sc_hd__nand3_1 (5), sky130_fd_sc_hd__nor2b_1 (5), sky130_fd_sc_hd__nand2_1 (5).
- Share of layout cells above drive strength 1 :: roughly 6.6%
- The finished cells cover 866 µm².
- Number of filler instances in the final layout :: 421
- The layout report lists the combined flip-flop and latch area as 300 µm².
- Combinational Area :: about 320 µm²
- Most instantiated logic cell after routing :: sky130_fd_sc_hd__clkdlybuf4s50_1
- Syn-to-layout area delta :: 37.6%

** Global route
- Recorded from the global router log, the overflow total was 0.
- Entering global routing, the biggest net connects 13 pins.
- The first global-routing pass estimated around 2.3 mm of wire.
- Vias in the first global route :: a little under 500
- Total global-route track usage :: 3.90%
- The number of antenna violations at the first check in global routing came to 0.

** Route
- Total antenna diodes in the routed design :: 0
- Via count :: a little under 500
- The routed design shows a wire length per standard cell of 11.0 µm.
- First-pass detailed-route iteration total :: 2
- Signal nets in the final route climb as high as met4.
- The detailed router reports a met3 wire length of between 90 and 100 µm.
- Summed over all layers, the routed wires come to about 1.4 mm.
- Detailed routing placed a total of 515 µm of wire on met2.
- The routed wirelength on the met1 layer is recorded as roughly 750 µm.
- In the routed layout, each cell is associated on average with a via count of around 4.
- Post-route ant nets :: 0
- The detailed router finished its first iteration with 11 violations.
- Number of design rule violations left after detail routing :: 0

** Clock tree
- Library cell used as clock root buffer :: sky130_fd_sc_hd__clkbuf_8
- Buffers inserted to repair hold after CTS numbered 0.
- Worst-skew pair later-pin latency :: ~0.23 ns
- TritonCTS built the clock tree.
- Clock edge transition at the registers on the reported setup and hold paths :: ~0.050 ns
- Number of buffers on the longest clock path :: 2
- Count of instances resized after the clock tree is built :: 0
- TritonCTS reports the number of clock sinks as 12.
- Clock tree synthesis inserted a total of 3 buffers.
- Level count of the clock H-tree :: 1
- Post-CTS Repair Setup Buffers :: 0

** Yosys
- Number of flops mapped to enable cells by yosys :: 0
- Cell Area, Synth :: 629 µm²
- Register share after synthesis :: a little under half
- The most used flip-flop cell after synthesis is sky130_fd_sc_hd__dfrtp_1.
- In the synthesized netlist the async set-or-reset flop fraction comes to 100%.
- Number of instances in the synthesized netlist :: around 60
- Post-synthesis sequential element count :: 12
- The warning tally printed by Yosys for this design is 1.
- Number of cells in the yosys synthesis report :: 60
- Distinct cells, synth :: 28
- Chip area line of the yosys report :: 629 µm²
- Each instance of the synthesized netlist takes up on average between 10 and 15 µm².

** Outcome
- The flow ran to the end, and the final reports show no timing, DRC or antenna violations.

** Flow run
- Summing over the stages, the warning tally comes to 25.
- Per the run summary, max-cap violations total 0.

** Hold path
- The endpoint of the worst hold path is reported as counter2.cout[0].
- Startpoint of the lowest-slack hold path :: counter2.cout[0]
- Worst hold-check path type :: flip-flop to flip-flop
- Hold path cells :: 1

** Placement
- Sum of net half-perimeters after detailed placement :: roughly 1.1 mm
- DP Area :: between 800 and 900 µm²
- Routability-driven placement finished with a final weighted congestion of around 0.83.
- Input/output buffers :: 14
- Counting tap cells, the placed design contains a total of 121 instances.
==> per-stage QoR <==
step | worst slack (ns) | hold slack, ns | utilization [%]
after global routing | 0.450 | 0.533 | 23.1
after global placement | 0.363 | 0.508 | 22.0
after CTS | 0.513 | 0.520 | 23.1
after detailed placement | 0.319 | 0.511 | 22.0
after floorplan | 0.722 | 0.144 | -
final | 0.530 | 0.510 | 23.1
==> sequential cells by signal (all words and copies together), names as in the netlist <==
register       flops
counter3.cout      4
counter2.cout      4
counter1.cout      4
==> synthesized netlist by cell type, types with 2 or more instances <==
cell | number | share of area, %
sky130_fd_sc_hd__a21o_1 | 2 | 2.4
sky130_fd_sc_hd__and3b_1 | 2 | 2.8
sky130_fd_sc_hd__dfrtp_1 | 12 | 48
sky130_fd_sc_hd__nand2_1 | 5 | 3.0
sky130_fd_sc_hd__nand3_1 | 5 | 4.0
sky130_fd_sc_hd__nor2_1 | 2 | 1.2
sky130_fd_sc_hd__nor2b_1 | 5 | 5.0
sky130_fd_sc_hd__nor3_1 | 2 | 1.6
sky130_fd_sc_hd__o21ai_0 | 2 | 1.6
sky130_fd_sc_hd__xnor2_1 | 3 | 4.2
sky130_fd_sc_hd__xor2_1 | 3 | 4.2
==> power groups by stage <==
stage         clock, mW  sequential [mW]  combinational, mW
CTS               0.200            0.425              0.412
global route      0.213            0.443              0.451
finish            0.192            0.424              0.404
==> cell type report <==
type	instances	area share, %
inverter	1	0.434
tap	48	6.94
multi-input combinational	46	37.0
clock buffer	3	4.77
timing repair buffer	14	16.2
sequential	12	34.7
==> layer usage <==
layer | global-route usage, % | up-vias
li1 | - | 251
met1 | 5.77 | 226
met2 | 5.03 | 16
met3 | 1.87 | 2
met4 | 0.462 | 0
met5 | 0 | -
==> kinds of logic (layout without fill, tap and decap cells) <==
group,Yosys count,count (layout),share of synthesized area [%]
buffers and inverters,2,18,1.39
and+or+nand+nor,31,31,32.2
muxes,1,1,1.79
DFF,12,12,47.7
AOI/OAI and AO/OA,8,8,8.55
xor gates and xnor gates,6,6,8.35
==> how the worst max path moves through the flow <==
stage | endpoint | start
after global routing | co10[1] | counter2.cout[1]
final | co10[1] | counter2.cout[1]
after CTS | co10[1] | counter2.cout[1]
No activity file was given, so power comes from the tool's default toggle rates.
