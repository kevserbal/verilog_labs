===== ./design.v =====
module fsm(d1,d2,clk,dirout,rst,counterout);
input d1,d2,clk;
input rst;
output [2:0] dirout;
output [2:0] counterout;
reg [2:0] regin;
reg [2:0] regout;
parameter s0=3'b0, s1=3'b1,s2=3'b010,s3=2'b011,s4=3'b100,s5=3'b101,s6=3'b110,s7=3'b111;
always@(regin)
begin
   case(regin[2:0]) 
     s1: regout[2:0] =s1;
     s2: regout[2:0] =s2;
     s3: regout[2:0] =s3;
     s5: regout[2:0] =s5;
     s6: regout[2:0] =s6;
     s7: regout[2:0] =s7;  
     s0: regout[2:0] =s0;
      default  :regout[2:0] =s4;
     endcase 
end
always@(posedge clk or negedge rst)
begin
  if (rst==1'b0)   
    regin[2:0]<=s4;  
  else if (regout[2:0] == s4)
    regin[2:0]<=s0;
  else 
    case (regout)
      s0:
         if(d1==1'b0 & d2==1'b0)
           regin[2:0]<=s0;
         else if (d1==1'b1 & d2==1'b0)
           regin[2:0]<=s1;
         else  
           regin[2:0]<=s5;
      s1:
         if(d1==1'b0 & d2==1'b0)
           regin[2:0]<=s0;
         else if(d1==1'b1 & d2==1'b0)
           regin[2:0]<=s1;     
         else 
           regin[2:0]<=s2;  
      s2:
         if(d1==1'b0 & d2==1'b1)
           regin[2:0]<=s3;
         else if(d1==1'b1 & d2==1'b0)
           regin[2:0]<=s1;     
         else 
           regin[2:0]<=s2;   
      s3:
         if(d1==1'b0 & d2==1'b1)
           regin[2:0]<=s3;
         else if(d1==1'b1 & d2==1'b1)
           regin[2:0]<=s2;     
         else 
           regin[2:0]<=s4;   
      s4:
           regin[2:0]<=s0;
      s5:
          if(d1==1'b0 & d2==1'b0)
           regin[2:0]<=s0;
         else  
           regin[2:0]<=s6;  
      s6: 
         if(d1==1'b1 & d2==1'b0)
           regin[2:0]<=s7;
         else  
           regin[2:0]<=s5;  
       s7:
         if(d1==1'b0 & d2==1'b0)
           regin[2:0]<=s0;
         else  
           regin[2:0]<=s6;              
        default regin[2:0]<=s4;     
       endcase           
end  
assign dirout[2:0]= regout[2:0] ;
reg cntrl;
always @ (posedge clk or negedge rst)
     if (rst==1'b0)
       cntrl=1'b0;
     else if (regout == s3 & d1==1'b0 & d2==1'b0)   
       cntrl=1'b1;
     else
       cntrl=1'b0;
reg [2:0] count ;
always @ (posedge clk or negedge rst)
	begin
		if (rst==1'b0)
			count[2:0] <= 3'b0;
		else if (cntrl == 1'b1)
			count[2:0] <= count[2:0]+ 3'b1;
	    else 
	     	count[2:0] <= count[2:0] ;
	end
assign counterout[2:0]=count[2:0] ;
endmodule 

===== ./run.sh =====
#!/bin/bash
# OpenROAD 26Q1-2900-gdf79404cd8, Yosys 0.63+post, stock flow scripts
make -C /OpenROAD-flow-scripts/flow DESIGN_CONFIG=/design/flow/config.mk WORK_HOME=/design/flow/orfs finish

===== ./config.mk =====
export PLATFORM = sky130hd
export DESIGN_NAME = fsm
export DESIGN_NICKNAME = fsm
export VERILOG_FILES = /design/flow/design.v
export SDC_FILE = /design/flow/constraint.sdc
export NUM_CORES = 4
export LEC_CHECK = 1
export CORE_AREA = 10 10 70 70
export DIE_AREA = 0 0 80 80

===== ./constraint.sdc =====
current_design fsm

set clk_period 1.8
set clk_io_pct 0.2

create_clock -name clk0 -period $clk_period [get_ports {clk}]

set non_clock_inputs [all_inputs -no_clocks]
set_input_delay [expr $clk_period * $clk_io_pct] -clock clk0 $non_clock_inputs
set_output_delay [expr $clk_period * $clk_io_pct] -clock clk0 [all_outputs]

==> flow_summary.toml <==
# implementation run metrics
[run_status]
outcome = "finished, final reports clean"

[routing]
firstDrtPassIters = 3
via_per_inst = 3.632
drc = 0
drt_iter0_drc = 9
diodes = 0
ant_nets = 0
num_vias = 414
wl_mm = 1.078
wl_per_cell_um = 9.456

[job]
openroad.warnings = 30
max_cap_viol_count = 0

[timing]
finClkSkew_ps = 3.257
relSlewSlack = 0.6512
setup_viol = 0
rsz0062_at_grt = "false"
drv_slew = 0
tightest_slew_ps = 521.5
min_period_ps = 1736
fin_crit_sh = 0.9644
hold_violations = 0
hold_ws_ps = 432.3
finalWorstSetupSlack_ps = 64.15
max_freq_mhz = 576.1

[finish]
drive_gt1_frac = 0.2647
fin_area_um2 = 820.8
final_cell_mix = "11 x dfrtp_1, 7 x ha_1, 7 x clkdlybuf4s50_1, 7 x buf_4"
fillCellCount = 363
area.growth.synth_to_final_pct = 43.86
final_common_cell = "dfrtp_1"

[cts]
cts_root_buffer = "clkbuf_4"
htreeDepth = 1
path_clk_slew_ps = 70
cts_hold_buf = 0
cts_tree = "done"
worstSkewPairLatency_ps = 270
clock_path_buffers = 2
numCtsBuffers = 3
numClockSinks = 12

[pwr]
p_leak_nw = 0.3992
worst_ir_drop_vdd_uv = 230.6
power_uw = 746.6
powerDensity_mw_per_mm2 = 909.6

[global_routing]
use_met1 = 0.04461
grt_pass1_wl_mm = 1.938
antenna_found_initial = 0
grt_overflow_total = 0
grt_pass1_vias = 428
gr-usage-all-layers = 0.03746
grt_max_degree = 13
met3_usage = 0.02273
met2_usage = 0.05859
grt.busiest_layer = "met2"

[worst_setup_path]
critPathLaunchType = "flip-flop"
cp_max_fo = 5
cp_slowest_stage_delay_ps = 410
cp.arrival_ps = 1380
slowest_stage = "clkdlybuf4s50_1"
crit_end = "dirout[0]"
path_class = "flip-flop to output port"
r2r_end = "cntrl$_DFF_PN0_"
crit_chain = "buf_4, nor2_1, nand2_1, clkdlybuf4s50_1"
critical_path_required_ps = 1440
r2r_setup_slack_ps = 570
r2r_start = "regin[7]$_DFF_PN0_"
crit_path_end_kind = "output port"
cp-startpoint = "regin[6]$_DFF_PN0_"
r2r_cells = 3

[floorplanning]
die_h_um = 80
chipArea_mm2 = 0.006400
ios = 10
core_area_mm2 = 0.003416
rows = 21
initial_utilization = 0.1670
dieWidth_um = 80

[yosys]
ys_warn_count = 1
avgSynthCellArea_um2 = 12.14
synth_cells = 47
ys_seq_elements = 12
ys_cells = 47
synth_cell_types = 22
netlist_area_um2 = 570.5
ys_area_um2 = 570.5
ys_seq_share = 0.5285

[place]
gp_congestion = 0.8234
post_dp_cell_area_um2 = 763.2
dp_hpwl_um = 876.6
pre_cts_ws_ps = -17.18
place.port_buffers = 9

[hold_path]
hold_path_class = "primary input to async pin"
critical path, delay by kind of cell, from the launching register on:
| family | cells | cell delay [ps] |
|---|---|---|
| DFF | 1 | 390 |
| buffers and inverters | 2 | 560 |
| and+or+nand+nor | 2 | 170 |
metal layers:
metal  up-vias  part of all wire
li1        209                 -
met1       195              0.48
met2        10              0.43
met3         0             0.088
met4         0                 0
met5         -                 0
cell usage after synthesis:
| master | count | share of area |
|---|---|---|
| mux2_2 | 1 | 0.020 |
| xor2_1 | 1 | 0.015 |
| or4_4 | 1 | 0.020 |
| and2_1 | 1 | 0.011 |
| o31a_1 | 1 | 0.015 |
| ha_1 | 7 | 0.15 |
| o21a_1 | 1 | 0.013 |
| nand2b_1 | 2 | 0.022 |
| inv_1 | 3 | 0.020 |
| or4_1 | 2 | 0.026 |
| nor2_1 | 4 | 0.026 |
| a21oi_1 | 2 | 0.018 |
| o41ai_1 | 1 | 0.015 |
| a221o_1 | 1 | 0.018 |
| dfstp_2 | 1 | 0.046 |
| nand2_1 | 2 | 0.013 |
| xnor2_1 | 1 | 0.015 |
| nand3_1 | 1 | 0.0088 |
| nor3_2 | 1 | 0.018 |
| nor3b_1 | 1 | 0.013 |
| dfrtp_1 | 11 | 0.48 |
| nor2b_1 | 1 | 0.011 |
flip-flops by register name, summed over array words and instances (netlist names):
signal	flops
regin	8
count	3
cntrl	1
timing repair:
item                       4_1_cts  5_1_grt
gates cloned                     0        0
buffers inserted                 2        0
setup endpoints to repair        2        2
gates resized                    5        3
pin swaps                        2        1
area by class of cell:
class,count,area (um^2),area share
tap,46,57.56,0.07012
clock buffer,4,36.28,0.04421
timing repair buffer,17,148.9,0.1814
sequential,12,301.5,0.3674
inverter,3,11.26,0.01372
multi-input combinational,32,265.3,0.3232
through the flow:
stage / TNS [ps] / cells / util
2_1_floorplan: 0 / 47 / -
3_3_place_gp: 0 / 108 / 0.2234
3_5_place_dp: -17.18 / 108 / 0.2234
4_1_cts: 0 / 114 / 0.2374
5_1_grt: 0 / 114 / 0.2403
6_report: 0 / 114 / 0.2403
report_power, final:
group	internal, mW	leakage, nW	switching (mW)
clock network	0.123	0.0210	0.0842
logic	0.131	0.218	0.0678
registers	0.307	0.161	0.0340
worst min path at each step:
stage,endpoint,slack [ps],cells past startpoint
global route,count[2]$_DFFE_PN0P_,460,1
finish,count[1]$_DFFE_PN0P_,430,1
CTS,count[2]$_DFFE_PN0P_,450,1
cell families after synthesis:
logic type | after synthesis | share of synthesized area
and+or+nand+nor | 16 | 0.1689
DFF | 12 | 0.5285
adders and majority gates | 7 | 0.1535
AOI/OAI and AO/OA | 6 | 0.07896
buffers and inverters | 3 | 0.01974
xor gates and xnor gates | 2 | 0.03071
muxes | 1 | 0.01974
No activity file was given, so power comes from the tool's default toggle rates.
