## flow/design.v

```verilog
module parity(Send,Clk,PDin,SDout,PDout,par_error);
input Send,Clk;
input [7:0] PDin;
output SDout;
output [7:0] PDout;
wire SCout;
assign SCout=Clk;
wire SDin;
reg parity;
output  par_error;
reg [7:0] regout;
always@(posedge SCout)
      begin
      if(counter[2:0] ==3'b1 )
        regout[7:0]<= PDin[7:0];
       else
          begin  
            regout[7:1]<= regout[6:0];
          if(counter[2:0] ==3'b010 )
            regout[0]<=parity;
          else 
            regout[0]<=1'b0;
        end           
       end
always@(posedge SCout)
   parity=PDin[7]^PDin[6]^PDin[5]^PDin[4]^PDin[3]^PDin[2]^PDin[1]^PDin[0];
assign SDout =regout[7];
assign SDin=SDout;
reg [8:0] regSout;
always@(posedge Clk)
        begin 
            regSout[8:1]<= regSout[7:0];
            regSout[0]<=SDin;
         end
assign PDout[6:0] = regSout[7:1];
assign PDout[7] =1'b0;   
 assign par_error=(PDout[7]^PDout[6]^PDout[5]^PDout[4]^PDout[3]^PDout[2]^PDout[1]^PDout[0]==regSout[8])?1'b0:1'b1;
reg [2:0] counter;
always@(posedge Clk)
begin
   if(Send==0 & counter[2:0]==3'b0)
     counter[2:0]<=3'b0;
   else 
     counter[2:0]<=counter[2:0]+3'b1;
end
endmodule 
```

## flow/run.sh

```bash
#!/bin/bash
# OpenROAD 26Q1-2900-gdf79404cd8, Yosys 0.63+post, stock flow scripts
make -C /OpenROAD-flow-scripts/flow DESIGN_CONFIG=/design/flow/config.mk WORK_HOME=/design/flow/orfs finish
```

## flow/config.mk

```make
export PLATFORM = sky130hd
export DESIGN_NAME = parity
export DESIGN_NICKNAME = parity
export VERILOG_FILES = /design/flow/design.v
export SDC_FILE = /design/flow/constraint.sdc
export NUM_CORES = 4
export LEC_CHECK = 1
export CORE_AREA = 10 10 74 74
export DIE_AREA = 0 0 84 84
```

## flow/constraint.sdc

```tcl
current_design parity

set clk_period 2.4
set clk_io_pct 0.2

create_clock -name clk0 -period $clk_period [get_ports {Clk}]

set non_clock_inputs [all_inputs -no_clocks]
set_input_delay [expr $clk_period * $clk_io_pct] -clock clk0 $non_clock_inputs
set_output_delay [expr $clk_period * $clk_io_pct] -clock clk0 [all_outputs]
```

==> notes.md <==
The layout was made with Yosys and OpenROAD.

The critical path data required time is between 1500 and 2000 ps. Across the run, the number of max-cap violations was 0. Buffers added to address setup during post-CTS repair amount to 0.

Per the post-synthesis stats, the area per cell is around 12 um^2. The fraction of layout cells with a size suffix above 1 is 0.145. Port buffering added 18 buffers. The class of the most critical hold timing path is reg -> reg.

Setup repair after global routing left no endpoint under its margin. Per Yosys stat, the portion of area used by sequential elements is 0.502. The post-synthesis async set-or-reset flop share is 0. The report lists the number of cells resized after CTS as 0. CTS added clock buffers totalling 3.

The peak per-stage delay on the critical path is between 400 and 500 ps. The cell with the most instances after synthesis is sky130_fd_sc_hd__dfxtp_1. Along the worst path, the maximum fanout reaches 3. The initial core utilization is 0.211. Across all hold checks on the routed design, the worst slack comes to 328 ps.

The die extent in y is roughly 84 um. On the critical path the data arrives at between 1500 and 2000 ps. The floorplan die width is ~84 um. The die covers slightly above 0.007 mm^2. The worst setup path is of the reg -> out kind. The areal power density over the cells is between 1000 and 1500 mW/mm^2.

The boundary pin count is 20. The worst IR drop on VDD is 0.409 mV. After synthesis, the cell types taking the most area are sky130_fd_sc_hd__dfxtp_1 (50%), sky130_fd_sc_hd__mux2_4 (13%), sky130_fd_sc_hd__xnor2_1 (13%), sky130_fd_sc_hd__buf_4 (7.2%), sky130_fd_sc_hd__ha_1 (6.0%).

The post-route worst setup slack is 361 ps. The prevailing post-synth register cell is sky130_fd_sc_hd__dfxtp_1. The global-route wire length before repair is between 2000 and 2500 um. The post-detailed-routing wire length is about 1300 um. In the final layout, the fill cell count is approximately 430.

On the reported timing paths, the clock transition at the registers reads about 70 ps. The final hold violation count is 0. The run finished with clean final reports.

The gate family responsible for the most delay along the worst path is buffers and inverters. The later pin in the worst-skew pair is clocked with a latency of between 200 and 300 ps. The buffer and inverter count on the worst path is 1. The total area inside the core boundary comes to between 0.003 and 0.004 mm^2. The total negative setup slack is 0 ps.

Of all cell types, the one taking the most synthesized area is sky130_fd_sc_hd__dfxtp_1. The via count of the first global-routing pass is ~480. The time the worst path needs with I/O delays and setup is 2040 ps. The kind of end point of the critical path is an output pin. The placed cell count is between 100 and 150. The all-layer global routing usage is 0.0371. The post-route antenna net violation count is 0. Between the synthesized netlist and the finished layout, the area growth was recorded as 26.9%. In this run the cell area of the synthesized design comes to ~840 um^2. The final cell area excluding filler cells is ~0.0011 mm^2.

The worst reg2reg path startpoint is counter[1]. The post-synth count of flops with an enable pin is 0. The routed layout has between 400 and 500 vias. The synth_stat.txt file lists the number of cells as between 60 and 70. The tree is rooted in a sky130_fd_sc_hd__clkbuf_8. The critical path's slowest stage uses the library cell sky130_fd_sc_hd__clkdlybuf4s50_1. Detailed-route iteration 0 reported a violation count of 8.

The number of antenna violations at the first check in global routing is 0. The commonest cells after synthesis are sky130_fd_sc_hd__dfxtp_1 (21), sky130_fd_sc_hd__xnor2_1 (12), sky130_fd_sc_hd__buf_4 (8), sky130_fd_sc_hd__mux2_4 (7), sky130_fd_sc_hd__ha_1 (4). In this run the critical path is formed by xor2_1 -> xnor2_1 -> xnor2_1 -> clkdlybuf4s50_1. Looking at the clock tree report, the H-tree level count equals 1. The first TritonRoute pass finished after 3 iterations. TritonCTS built the clock tree. In the final run the clock tree shows a worst skew of between 1.5 and 2 ps.

The global route stage reports its total congestion overflow as 0. The maximum number of pins on one net before global-route repair is 13. Setup violations remaining at the end of the flow were counted as 0. The post-synthesis chip area from yosys is about 840 um^2. Counting along the longest clock path gives a buffer depth of 2. The static power due to leakage is 0.000426 uW. The routed wirelength normalized by instance count is roughly 9.7 um. Of the available clock period, the critical path in the final layout requires 0.849. In this run the core area contains 23 standard-cell rows. The routed via count divided by cell count is ~3.6. Synthesis produced slightly below 70 cells. The final weighted congestion in routability-driven placement is 0.742. The critical path's most frequent cell is sky130_fd_sc_hd__xnor2_1. The post-CTS hold buffer count recorded in the log is 0.

The number of clock sinks came to 21. The final timing report lists a max-slew violation count of 0. For this run, design rule violations remaining after detail routing come to 0. For reference, the critical path is launched at regSout[1]. The Yosys warning count is 1. The flip-flop and latch count after synthesis is 21. The final standard cell count with taps included and fillers excluded is around 130.

The worst setup slack after placement is around 620 ps. The worst setup path is launched from a flip-flop. The count of antenna diodes in the layout is 0.

The highest clock rate this design can be run at is between 400 and 500 MHz. Summing all placed instances gives a cell area of slightly above 0.001 mm^2. The launch instance of the worst min-delay path is regSout[0].

The tally of unique sky130hd cells used after synthesis is 17. Of the post-synthesis cell area, the dominant cell type holds 0.502. The detailed placement HPWL is 1020 um. The number of warnings the tools reported is 28.
## final cells by class
| class | count | area, um^2 | share of cell area |
|---|---|---|---|
| Inverter | 3 | 11.3 | 0.0106 |
| Clock inverter | 1 | 5.00 | 0.00471 |
| Tap cell | 50 | 62.6 | 0.0589 |
| Multi-Input combinational cell | 36 | 334 | 0.314 |
| Timing Repair Buffer | 19 | 188 | 0.177 |
| Clock buffer | 3 | 41.3 | 0.0389 |
| Sequential cell | 21 | 420 | 0.396 |
## cell usage in the layout (no fill, tap or decap)
cell and count:
sky130_fd_sc_hd__xor2_1 2, sky130_fd_sc_hd__dfxtp_1 21, sky130_fd_sc_hd__clkdlybuf4s50_1 18, sky130_fd_sc_hd__o21ai_0 1
sky130_fd_sc_hd__nor2_1 2, sky130_fd_sc_hd__nand2_1 1, sky130_fd_sc_hd__conb_1 1, sky130_fd_sc_hd__nand3_1 1
sky130_fd_sc_hd__clkbuf_8 3, sky130_fd_sc_hd__buf_4 1, sky130_fd_sc_hd__inv_1 3, sky130_fd_sc_hd__nor2b_1 2
sky130_fd_sc_hd__clkinv_2 1, sky130_fd_sc_hd__a21oi_1 1, sky130_fd_sc_hd__nand3b_1 1, sky130_fd_sc_hd__xnor2_1 12
sky130_fd_sc_hd__ha_1 4, sky130_fd_sc_hd__nand2b_1 1, sky130_fd_sc_hd__mux2_4 7
## registers in the layout (all words and copies together) (netlist names)
| name | cells |
|---|---|
| parity | 1 |
| regSout | 9 |
| regout | 8 |
| counter | 3 |
## worst paths after layout
path	end	slack, ps	depth (start not counted)
worst min-delay path	regSout[1]	330	0
worst max-delay path	par_error	360	4
worst max register to register	regout[5]	1050	5
worst min register to register	regSout[1]	330	0
## routing by layer
metal / routed length, um / GRT usage
met1: 556 / 0.0453
met2: 520 / 0.0509
met3: 212 / 0.0315
met4: 0 / 0.00152
met5: 0 / 0
## kinds of logic (layout without fill, tap and decap cells)
group,after synthesis,count (layout),share of synthesized area
flops,21,21,0.502
xor+xnor,14,14,0.146
buf+inv,12,26,0.0987
simple gates,8,8,0.0508
mux,7,7,0.126
fa+ha+maj,4,4,0.0598
compound gates,2,2,0.0119
other cells,1,1,0.00448
## per-stage QoR
step | power (uW) | util
after detailed placement | 1360 | 0.256
after global routing | 1690 | 0.267
after floorplan | 1100 | -
after global placement | 1350 | 0.256
final | 1560 | 0.267
after CTS | 1600 | 0.267
## power by group
group          switching (uW)  internal, uW
registers                 101           528
logic                     192           519
clock network             106           115
total                     399          1160
No activity file was given, so power comes from the tool's default toggle rates.
